## flow/run.sh

```bash
#!/bin/bash
# OpenROAD 26Q1-2900-gdf79404cd8, Yosys 0.63+post, stock flow scripts
make -C /OpenROAD-flow-scripts/flow DESIGN_CONFIG=/design/flow/config.mk WORK_HOME=/design/flow/orfs finish
```

## flow/config.mk

```make
export PLATFORM = sky130hd
export DESIGN_NAME = registerFile
export DESIGN_NICKNAME = registerFile
export VERILOG_FILES = /design/flow/design.v
export SDC_FILE = /design/flow/constraint.sdc
export NUM_CORES = 4
export LEC_CHECK = 1
export CORE_UTILIZATION = 50
```

## flow/constraint.sdc

```tcl
current_design registerFile

set clk_period 10.1
set clk_io_pct 0.2

create_clock -name clk0 -period $clk_period [get_ports {clk}]

set non_clock_inputs [all_inputs -no_clocks]
set_input_delay [expr $clk_period * $clk_io_pct] -clock clk0 $non_clock_inputs
set_output_delay [expr $clk_period * $clk_io_pct] -clock clk0 [all_outputs]
```

## flow/design.v

```verilog
module binaryDecoder(output reg [31:0] exitEncoder, input [4:0] C , input RFld);
	always @(C, RFld) begin
		if (!RFld) begin
			exitEncoder = 0;
		end
		else begin
			case(C)
				5'b00000: exitEncoder = 32'b00000000000000000000000000000001;	
				5'b00001: exitEncoder = 32'b00000000000000000000000000000010;	
				5'b00010: exitEncoder = 32'b00000000000000000000000000000100;
				5'b00011: exitEncoder = 32'b00000000000000000000000000001000;	
				5'b00100: exitEncoder = 32'b00000000000000000000000000010000;
				5'b00101: exitEncoder = 32'b00000000000000000000000000100000;
				5'b00110: exitEncoder = 32'b00000000000000000000000001000000;
				5'b00111: exitEncoder = 32'b00000000000000000000000010000000;
				5'b01000: exitEncoder = 32'b00000000000000000000000100000000;
				5'b01001: exitEncoder = 32'b00000000000000000000001000000000;
				5'b01010: exitEncoder = 32'b00000000000000000000010000000000;
				5'b01011: exitEncoder = 32'b00000000000000000000100000000000;
				5'b01100: exitEncoder = 32'b00000000000000000001000000000000;
				5'b01101: exitEncoder = 32'b00000000000000000010000000000000;
				5'b01110: exitEncoder = 32'b00000000000000000100000000000000;
				5'b01111: exitEncoder = 32'b00000000000000001000000000000000;
				5'b10000: exitEncoder = 32'b00000000000000010000000000000000;
				5'b10001: exitEncoder = 32'b00000000000000100000000000000000;
				5'b10010: exitEncoder = 32'b00000000000001000000000000000000;
				5'b10011: exitEncoder = 32'b00000000000010000000000000000000;
				5'b10100: exitEncoder = 32'b00000000000100000000000000000000;
				5'b10101: exitEncoder = 32'b00000000001000000000000000000000;
				5'b10110: exitEncoder = 32'b00000000010000000000000000000000;
				5'b10111: exitEncoder = 32'b00000000100000000000000000000000;
				5'b11000: exitEncoder = 32'b00000001000000000000000000000000;
				5'b11001: exitEncoder = 32'b00000010000000000000000000000000;
				5'b11010: exitEncoder = 32'b00000100000000000000000000000000;	
				5'b11011: exitEncoder = 32'b00001000000000000000000000000000;
				5'b11100: exitEncoder = 32'b00010000000000000000000000000000;
				5'b11101: exitEncoder = 32'b00100000000000000000000000000000;
				5'b11110: exitEncoder = 32'b01000000000000000000000000000000;
				5'b11111: exitEncoder = 32'b10000000000000000000000000000000;
			endcase
		end
	end  
endmodule
module mux32To1(output reg [31:0] PA, input[4:0] A, input[31:0] E0, input[31:0] E1, input[31:0] E2, input[31:0] E3, input[31:0] E4, input[31:0] E5,
	input[31:0] E6, input[31:0]E7, input[31:0]E8, input[31:0]E9,input[31:0]E10,input[31:0]E11,input[31:0]E12,input[31:0]E13,input[31:0]E14,
	input[31:0]E15, input[31:0]E16, input[31:0]E17, input[31:0]E18, input[31:0]E19, input[31:0]E20, input[31:0]E21, input[31:0]E22, input[31:0]E23,
	input[31:0]E24, input[31:0]E25, input[31:0]E26, input[31:0]E27, input[31:0]E28, input[31:0]E29, input[31:0]E30, input[31:0]E31 );
	always @(A,E0,E1,E2,E3,E4,E5,E6,E7,E8,E9,E10,E11,E12,E13,E14,E15,E16,E17,E18,E19,E20,E21,E22,E23,E24,E25,E26,E27,E28,E29,E30,E31) 
		begin
			case(A)
				5'b00000: PA <= E0; 	
				5'b00001: PA <= E1; 	
				5'b00010: PA <= E2; 
				5'b00011: PA <= E3; 
				5'b00100: PA <= E4; 
				5'b00101: PA <= E5; 
				5'b00110: PA <= E6; 
				5'b00111: PA <= E7; 
				5'b01000: PA <= E8; 
				5'b01001: PA <= E9; 
				5'b01010: PA <= E10; 
				5'b01011: PA <= E11; 
				5'b01100: PA <= E12; 
				5'b01101: PA <= E13; 
				5'b01110: PA <= E14; 
				5'b01111: PA <= E15; 
				5'b10000: PA <= E16; 
				5'b10001: PA <= E17; 
				5'b10010: PA <= E18; 
				5'b10011: PA <= E19; 
				5'b10100: PA <= E20; 
				5'b10101: PA <= E21; 
				5'b10110: PA <= E22; 
				5'b10111: PA <= E23; 
				5'b11000: PA <= E24; 
				5'b11001: PA <= E25; 
				5'b11010: PA <= E26; 
				5'b11011: PA <= E27; 
				5'b11100: PA <= E28; 
				5'b11101: PA <= E29; 
				5'b11110: PA <= E30; 
				5'b11111: PA <= E31; 
		endcase
	end
endmodule
module register32Bit(output reg [31:0] Q, input[31:0] D, input Rld, clk);
	initial begin
		Q <= 0;	
	end
	always @(posedge clk) 
		begin
			if(Rld)begin
				Q <= D;
			end
		end
endmodule
module registerFile(output wire[31:0]PA,output wire[31:0]PB,input [4:0]InDecoder,input [31:0]InRegister,
	input [4:0] MuxA,input [4:0] MuxB, input RFLd, input clk);
	wire [31:0] DecOut;
	wire [31:0] PortA;
	wire [31:0] PortB;
	binaryDecoder BinDec(DecOut,InDecoder,RFLd);
	wire [31:0] R0Out;
	wire [31:0] R1Out;
	wire [31:0] R2Out;
	wire [31:0] R3Out;
	wire [31:0] R4Out;
	wire [31:0] R5Out;
	wire [31:0] R6Out;
	wire [31:0] R7Out;
	wire [31:0] R8Out;
	wire [31:0] R9Out;
	wire [31:0] R10Out;
	wire [31:0] R11Out;
	wire [31:0] R12Out;
	wire [31:0] R13Out;
	wire [31:0] R14Out;
	wire [31:0] R15Out;
	wire [31:0] R16Out;
	wire [31:0] R17Out;
	wire [31:0] R18Out;
	wire [31:0] R19Out;
	wire [31:0] R20Out;
	wire [31:0] R21Out;
	wire [31:0] R22Out;
	wire [31:0] R23Out;
	wire [31:0] R24Out;
	wire [31:0] R25Out;
	wire [31:0] R26Out;
	wire [31:0] R27Out;
	wire [31:0] R28Out;
	wire [31:0] R29Out;
	wire [31:0] R30Out;
	wire [31:0] R31Out;
	register32Bit R0(R0Out,InRegister,DecOut[0],clk);
	register32Bit R1(R1Out,InRegister,DecOut[1],clk);
	register32Bit R2(R2Out,InRegister,DecOut[2],clk);
	register32Bit R3(R3Out,InRegister,DecOut[3],clk);
	register32Bit R4(R4Out,InRegister,DecOut[4],clk);
	register32Bit R5(R5Out,InRegister,DecOut[5],clk);
	register32Bit R6(R6Out,InRegister,DecOut[6],clk);
	register32Bit R7(R7Out,InRegister,DecOut[7],clk);
	register32Bit R8(R8Out,InRegister,DecOut[8],clk);
	register32Bit R9(R9Out,InRegister,DecOut[9],clk);
	register32Bit R10(R10Out,InRegister,DecOut[10],clk);
	register32Bit R11(R11Out,InRegister,DecOut[11],clk);
	register32Bit R12(R12Out,InRegister,DecOut[12],clk);
	register32Bit R13(R13Out,InRegister,DecOut[13],clk);
	register32Bit R14(R14Out,InRegister,DecOut[14],clk);
	register32Bit R15(R15Out,InRegister,DecOut[15],clk);
	register32Bit R16(R16Out,InRegister,DecOut[16],clk);
	register32Bit R17(R17Out,InRegister,DecOut[17],clk);
	register32Bit R18(R18Out,InRegister,DecOut[18],clk);
	register32Bit R19(R19Out,InRegister,DecOut[19],clk);
	register32Bit R20(R20Out,InRegister,DecOut[20],clk);
	register32Bit R21(R21Out,InRegister,DecOut[21],clk);
	register32Bit R22(R22Out,InRegister,DecOut[22],clk);
	register32Bit R23(R23Out,InRegister,DecOut[23],clk);
	register32Bit R24(R24Out,InRegister,DecOut[24],clk);
	register32Bit R25(R25Out,InRegister,DecOut[25],clk);
	register32Bit R26(R26Out,InRegister,DecOut[26],clk);
	register32Bit R27(R27Out,InRegister,DecOut[27],clk);
	register32Bit R28(R28Out,InRegister,DecOut[28],clk);
	register32Bit R29(R29Out,InRegister,DecOut[29],clk);
	register32Bit R30(R30Out,InRegister,DecOut[30],clk);
	register32Bit R31(R31Out,InRegister,DecOut[31],clk);
	mux32To1 muxA(PA,MuxA,R0Out,R1Out,R2Out,R3Out,R4Out,R5Out,R6Out,R7Out,R8Out,R9Out,R10Out,R11Out,R12Out,R13Out,R14Out,R15Out,R16Out,
					R17Out,R18Out,R19Out,R20Out,R21Out,R22Out,R23Out,R24Out,R25Out,R26Out,R27Out,R28Out,R29Out,R30Out,R31Out);
	mux32To1 muxB(PB,MuxB,R0Out,R1Out,R2Out,R3Out,R4Out,R5Out,R6Out,R7Out,R8Out,R9Out,R10Out,R11Out,R12Out,R13Out,R14Out,R15Out,R16Out,
					R17Out,R18Out,R19Out,R20Out,R21Out,R22Out,R23Out,R24Out,R25Out,R26Out,R27Out,R28Out,R29Out,R30Out,R31Out);
	always @(R1Out, R2Out, R3Out) begin
	end  
endmodule
```

==> reports/qor.yml <==
outcome:
  status: "completed"
layout:
  layout-drive-gt1-share_pct: 14.7
  area_growth_pct: 16.1
  fillers: 6539
timing:
  slew_viol_final: 0
  setup_violations: 0
  fin_tns_setup_ns: 0
  fmax_mhz: 119
  whs_ns: 1.92
  period_used_pct: 83.4
  tightest_slew_ns: 1.19
  rsz0062_at_grt: "no"
  slew_headroom_pct: 20.3
  hold_viol: 0
  period_needed_ns: 8.42
synth:
  synthFlopType: "edfxtp_1"
  topCellsByArea: "edfxtp_1 69%, a22oi_1 12%, nand2_1 1.7%"
  synth_cell_type_count: 67
  synthArstFlopShare_pct: 0
  synth_area_leader_cell: "edfxtp_1"
  syn-cell-area_um2: 44400
  edf_count: 1024
  synth.most_common_cell: "edfxtp_1"
  ys_top_cells_by_count: "1024 x edfxtp_1, 733 x a22oi_1, 202 x nand2_1"
  top_cell_area_share_pct: 69.2
  syn_avg_cell_area_um2: 14.2
  syn_inst: 3131
  ys_warn_count: 4
  ys_cells: 3131
  ys_area_um2: 44400
  ys_ff: 1024
  postSynthSeqShare_pct: 69.2
setup_path:
  cp_slowest_cell: "buf_4"
  critical_path.cell_chain: "clkdlybuf4s50_1, buf_4, or3b_1, nor2_4, buf_4, a22oi_1, nand2_1, nor3_1, a21oi_1, clkdlybuf4s50_1"
  worstSetupStartpointType: "input pin"
  cp_num_buf_inv: 4
  cp.required_ns: 8.08
  crit_type: "input pin to primary output"
  critPathArrivalTime_ns: 6.40
  max_stage_delay_ns: 0.76
  cp-end-kind: "primary output"
  crit_fanout: 35
  crit_family: "buffers and inverters"
route:
  num_vias: 37860
  drt_iter0_drc: 4691
  wl_per_cell_um: 53.6
  avgViaCountPerCell: 8.23
  drt_first_pass_iters: 12
  ant_nets: 0
  drt-total-wl_mm: 246
  drc: 0
pwr:
  finalPower_mw: 9.47
  p_per_area_nw_per_um2: 184
  p_leak_nw: 16.5
  ir_worst_vdd_uv: 179
cts:
  cts-hold-fix-buffers: 0
  postCtsSetupBuffers: 0
  cts_tree: "yes"
  clk_pin_slew_ns: 0.06
  h-tree-depth: 3
  cts_buffers: 107
  cts.repair.resized: 0
  cts_root_buf: "clkbuf_16"
  clkSinkCount: 1024
  clk_path_buf_depth: 3
global_routing:
  gr-usage-all-layers_pct: 60.9
  grt_max_degree: 53
  antenna_found_initial: 16
  first_global_vias: 39118
  grt.overflow.total: 0
  grt_pass1_wl_mm: 328
floorplan:
  rows: 108
  die_w_um: 300
  die_y_um: 300
  core-area_um2: 87400
  fp_util_pct: 50.8
  die_area_um2: 90100
  io_pins: 113
placed_design:
  dpl.hpwl_mm: 142
  gp_congestion: 1.09
  port_buffers: 112
min_path:
  hold_path_class: "input pin to flop"
  hp-start: "InRegister[19]"
  hold_depth: 1
  whs_endpoint: "R9.Q[19]$_DFFE_PP_"
job:
  drv_cap: 0
  tool_warnings: 26
-- how the worst max path moves through the flow --
stage / start / end / depth (start not counted)
CTS: MuxB[1] / PB[12] / 10
global route: MuxB[3] / PB[19] / 10
finish: MuxB[3] / PB[12] / 10
-- cells by family (layout without fill, tap and decap cells) --
| family | after synthesis | in the layout | share of synthesized area [%] |
|---|---|---|---|
| flip-flops | 1024 | 1024 | 69.2 |
| buffers and inverters | 239 | 537 | 2.83 |
| multiplexers | 49 | 49 | 1.19 |
| AND-OR/OR-AND | 1095 | 1095 | 18.5 |
| AND/OR/NAND/NOR | 724 | 724 | 8.28 |
| other | 0 | 15 | 0 |
-- power by group --
part | internal [mW] | switching [mW] | total, mW
clock | 2.28 | 1.73 | 4.00
sequential | 4.73 | 0.0306 | 4.76
combinational | 0.227 | 0.486 | 0.712
total | 7.23 | 2.24 | 9.47
-- metal layers --
layer	global-route usage (%)	wire length (µm)	part of all wire (%)
met5	25.7	2510	1.0
met4	40.9	24600	10
met3	58.6	57000	23
met2	72.7	94500	38
met1	64.6	67600	27
-- stage by stage --
step | setup WS (ns) | instances | cell area [µm²] | util [%]
2_1_floorplan | 4.62 | 3131 | 44400 | -
3_3_place_gp | 2.07 | 4383 | 48100 | 55.0
3_5_place_dp | 2.05 | 4383 | 48100 | 55.0
4_1_cts | 2.03 | 4584 | 51600 | 59.0
5_1_grt | 1.82 | 4591 | 51600 | 59.0
6_report | 1.68 | 4599 | 51600 | 59.0
-- cell type report --
class / instances / area, µm² / area share, %
timing repair buffer: 330 / 2840 / 5.49
tap: 1155 / 1450 / 2.80
clock inverter: 74 / 691 / 1.34
multi-input combinational: 1868 / 13000 / 25.2
sequential: 1024 / 30700 / 59.6
inverter: 6 / 22.5 / 0.0436
antenna: 15 / 37.5 / 0.0727
clock buffer: 127 / 2800 / 5.42
-- cell usage in the layout (no fill, tap or decap), drive strengths merged, types with 12 or more instances in the layout --
cell	count
edfxtp	1024
a22oi	733
buf	223
nand2	203
nor2	181
clkbuf	127
clkdlybuf4s50	107
nand4	94
a21oi	83
a22o	64
nor3	63
clkinv	56
a221oi	48
nand3	47
mux2i	35
o21ai	30
nor4	26
a31oi	24
a32oi	19
a222oi	19
diode	15
or3	15
nor2b	14
and3	13
and4	13
mux2	12
bufinv	12
Power is estimated from default activity; no workload was simulated.
