## flow/design.v

```verilog
module mux4To1_31(output reg [31:0] outMux, input [31:0] I_0, input [31:0] I_1, input [31:0] I_2,
	input [31:0] I_3, input [1:0] select);
	initial begin
		outMux = 4;
	end
	always @(I_0, I_1, select)
		begin
			case(select)
				2'b00:	outMux <= I_0; 
				2'b01:	outMux <= I_1;
				2'b10:	outMux <= I_2;
				2'b11:	outMux <= I_3;
			endcase  
		end
endmodule
```

## flow/run.sh

```bash
#!/bin/bash
# OpenROAD 26Q1-2900-gdf79404cd8, Yosys 0.63+post, stock flow scripts
make -C /OpenROAD-flow-scripts/flow DESIGN_CONFIG=/design/flow/config.mk WORK_HOME=/design/flow/orfs finish
```

## flow/config.mk

```make
export PLATFORM = sky130hd
export DESIGN_NAME = mux4To1_31
export DESIGN_NICKNAME = mux4To1_31
export VERILOG_FILES = /design/flow/design.v
export SDC_FILE = /design/flow/constraint.sdc
export NUM_CORES = 4
export LEC_CHECK = 1
export CORE_AREA = 10 10 76 76
export DIE_AREA = 0 0 86 86
```

## flow/constraint.sdc

```tcl
current_design mux4To1_31

set clk_period 1.0
set clk_io_pct 0.2

create_clock -name clk0 -period $clk_period

set non_clock_inputs [all_inputs -no_clocks]
set_input_delay [expr $clk_period * $clk_io_pct] -clock clk0 $non_clock_inputs
set_output_delay [expr $clk_period * $clk_io_pct] -clock clk0 [all_outputs]
```

==> run summary <==
run results: status finished with violations, failing checks negative setup slack, Fillers 407, worst setup margin -0.3413 ns, Worst Hold Class input pin to output pin, VDD IR-drop max 184.1 uV, CP Launch Type input pin, Total Power 0.8477 mW, GRT Util Overall 0.1594, Initial DRC Count 23, drt drc 0, max-slew violation count 0, Unique cell types 5, core area 0.004115 mm^2, Post-synth top cells mux4_2, buf_12, buf_2, kind of critical path input pin to output pin, Top Ports 162, area leader, netlist mux4_2, yosys synthesis chip area 814.5 um^2, CP Cell Sequence buf_12 > buf_16 > buf_6 > mux4_2 > buf_2, Worst slew margin 0.9329, syn_area_per_cell 20.89 um^2, chip area 0.007396 mm^2, first-pass GRT wire length 8776 um, final core occ 0.5631, flip-flops 0, Least-Margin Pin Slew 0.1007 ns, Static Leakage 1.122 nW, # Cells Yosys 39, ratio of cells with drive above 1 in the final layout 0.3725, standard-cell rows 23, GRT overflow 0, Layout area overhead 184.5%, Synth top cell by count mux4_2, Worst Path Max Fanout 7, Final Critical Period 1.341 ns, Cell Pwr Density 365.8 mW/mm^2, Tcrit/Tclk final 1.341, vias in the first global route 1379, Finished Cell Area 0.002317 mm^2, Crit-path slowest cell mux4_2, max_cap viols 0, Warnings, synthesis 1, die height 86 um, DR vias 1178, RSZ-0062 raised after global routing true, FP Util 0.1979, Final Wtd Congestion 0.8854, port buffer count 162, final hold violation count 0, largest net degree at the start of global routing 17, vias per cell 4.620, hold path depth 3, initial antenna violation count 1, Die Wd 86 um, Worst EP required 0.80 ns, Area leader share 0.8295, Arr. time, crit path 1.14 ns, Setup crit end kind output pin, Tool Warnings 36, Routed Antenna Nets 0, placed cell area 0.002475 mm^2, dpl hpwl 5286 um, cells taking the most area after synthesis mux4_2, buf_12, mux4_1, fmax 745.6 MHz, Final setup viols 32, Clock Buffer Count 0, Setup TNS -9.013 ns, Routed WL 6057 um, Wirelength per Cell 23.75 um, first drt pass iteration count 3, Synth Instances 39, Register Area 0 um^2, Synth Seq Share 0, netlist area before placement 814.5 um^2, CP max stage delay 0.46 ns
==> critical path: cells and delay by family <==
kind,cells,cell delay [ns]
buffers and inverters,4,0.47
muxes,1,0.46
==> cell type report <==
| cell class | count | area, um^2 | share of cell area |
|---|---|---|---|
| diodes | 1 | 2.502 | 0.001080 |
| repair buffers | 172 | 1531 | 0.6609 |
| well taps | 50 | 62.56 | 0.02700 |
| multi-input cells | 32 | 720.7 | 0.3110 |
==> cells by family after synthesis <==
family,share of synthesized area
buffers and inverters,0.1060
multiplexers,0.8940
==> placed cells by master, fill, tap and decap left out, drive strengths merged <==
master | synthesis | routed
clkdlybuf4s15 | 0 | 4
bufbuf | 0 | 1
dlygate4sd2 | 0 | 124
diode | 0 | 1
mux4 | 32 | 32
buf | 7 | 43
==> worst paths after layout <==
path,slack [ns],from,end
max,-0.34,select[0],outMux[30]
min,0.87,I_3[29],outMux[29]
==> timing repair <==
item	4_1_cts	5_1_grt
hold buffers	0	0
endpoints found under the setup margin	32	32
gates resized	249	0
gates cloned	4	0
buffers inserted	2	0
hold endpoints to repair	0	0
==> stage by stage <==
step / setup slack [ns] / hold WS, ns / instances
floorplan: -0.09162 / 0.4864 / 39
detailed placement: -0.9072 / 1.305 / 248
finish: -0.3413 / 0.8694 / 255
global route: -0.3913 / 0.8922 / 255
CTS: -0.3494 / 0.8799 / 254
global placement: -0.9023 / 1.301 / 248
==> metal layers <==
layer,vias up,part of all wire,GRT usage
li1,543,-,-
met1,551,0.33,0.1797
met2,84,0.54,0.2840
met3,0,0.13,0.07626
met4,0,0,0
met5,-,0,0
==> power breakdown <==
group          leakage [nW]  internal (mW)  switching, mW   total [mW]
Sequential                0              0              0            0
Clock            0.00000634    0.000000134              0  0.000000134
Combinational          1.12          0.633          0.215        0.848
Total                  1.12          0.633          0.215        0.848
Power is estimated from default activity; no workload was simulated.
